==> /design/flow/run.sh <==
#!/bin/bash
# OpenROAD 26Q1-2900-gdf79404cd8, Yosys 0.63+post, stock flow scripts
make -C /OpenROAD-flow-scripts/flow DESIGN_CONFIG=/design/flow/config.mk WORK_HOME=/design/flow/orfs finish
==> /design/flow/config.mk <==
export PLATFORM = sky130hd
export DESIGN_NAME = block_RAM
export DESIGN_NICKNAME = block_RAM
export VERILOG_FILES = /design/flow/design.v
export SDC_FILE = /design/flow/constraint.sdc
export NUM_CORES = 4
export LEC_CHECK = 1
export CORE_UTILIZATION = 30
==> /design/flow/constraint.sdc <==
current_design block_RAM

set clk_period 3.6
set clk_io_pct 0.2

create_clock -name clk0 -period $clk_period [get_ports {clk}]

set non_clock_inputs [all_inputs -no_clocks]
set_input_delay [expr $clk_period * $clk_io_pct] -clock clk0 $non_clock_inputs
set_output_delay [expr $clk_period * $clk_io_pct] -clock clk0 [all_outputs]
==> /design/flow/design.v <==
`default_nettype none
module block_RAM #(
    parameter INIT_FILE = ""
)(
    input               clk,
    input               w_en,
    input               r_en,
    input       [3:0]   w_addr,
    input       [3:0]   r_addr,
    input       [7:0]   w_data,
    output  reg [7:0]   r_data
);
    reg [7:0]   mem [15:0];
    always @(posedge clk) begin
        if (w_en == 1'b1) begin
            mem[w_addr] <= w_data;
        end
        if (r_en == 1'b1) begin
            r_data <= mem[r_addr];
        end
    end
    initial if (INIT_FILE) begin
        $readmemh (INIT_FILE, mem);
    end
endmodule
==> results.cfg <==
; generated from flow reports
[clock_network]
htreeDepth = 4
insertion_delay_ps = 410
cts-root-buf = clkbuf_16
cts_setup_buffers = 0
clk_pin_slew_ps = 60
cts_max_path_buffers = 2
cts_sinks = 136
postCtsHoldBufs = 0
cts_buffers = 17
cts_tree = built
cts_resized = 0

[flow_run]
openroad.warnings = 25
maxCapViolations = 0

[place]
gp_congestion = 0.839
place_area_sq_um = 5790
dp_hpwl_mm = 6.47
port_buffers = 26
pre_cts_ws_ps = 796

[route]
drt-initial-drc-count = 313
ant_nets = 0
viasPerCell = 4.80
wl_met1_mm = 4.25
vias = 2461
totalWireLength_mm = 10.2
wl_met3_mm = 1.23
route.met2.wl_mm = 4.58
num_antenna_cells = 0
drc = 0
wire_per_inst_um = 20.0
first_pass_iters = 4
top_layer = met4

[setup_path]
reg2reg_to = r_data[5]
worstSetupStartpoint = w_en
cp.arrival_ps = 2380
r2r_setup_slack_ps = 2050
cp-endpoint = mem[3][6]
crit_path_end_kind = flip-flop
r2r_start = mem[0][5]
crit_path_start_kind = input port
required_ps = 3630
path_class = in2reg
worstRegToRegCells = 3
cp_max_fo = 8

[synthesis]
synth.top_cells.by_count = edfxtp_1 (136), mux4_2 (18), a22oi_1 (16)
top_area_frac = 0.781
numSynthFlops = 136
syn_area_per_cell_sq_um = 22.8
synthMostInstantiatedCell = edfxtp_1
netlist_area_sq_um = 5230
ys_cells = 229
yosys-top-cells-area = edfxtp_1 (78%), mux4_2 (7.8%), mux4_1 (7.0%), a22oi_1 (2.3%), nor2_1 (0.93%)
edf_count = 136
synth_seq_share = 0.781
synth_chip_area_sq_um = 5230
syn_inst = 229
postSynth.asyncResetShare = 0
synth_warnings = 1
synthDistinctLibCells = 18
synth_top_cell_by_area = edfxtp_1
flop_cell = edfxtp_1

[final_timing]
tightest_slew_ps = 802
final-setup-viol-count = 0
fin_crit_ps = 2340
maxSlewViolCount = 0
max_freq_mhz = 427
relSlewSlack = 0.464
fin_tns_setup_ps = 0
skew_ps = 6.30
hold_violations = 0
rsz0062_at_grt = false
finalWorstSetupSlack_ps = 1260
finalCritPeriodShare = 0.651

[cells_and_area]
drive_above_1_share = 0.229
areaGrowthSynthToFinish_pct = 22.8
ff_latch_area_sq_um = 4080
final_util = 0.382
fillers = 1516
fin_area_sq_um = 6420
combGateArea_sq_um = 1060

[power_and_ir_drop]
powerDensity_nw_per_um2 = 588
combPwrFrac = 0.046
p_sw_frac = 0.197
p_int_w = 0.00303
pwr-share-seq = 0.476
netSwitchingPower_w = 0.000745
power_frac_clock = 0.478
irDropWorstVdd_v = 0.000337
cellLeakagePower_nw = 2.09

[min_path]
worst_hold_path_type = reg2reg

[global_routing]
grt_max_degree = 33
grtUsageTotal = 0.131
grt_first_pass_wirelength_mm = 16.0
antenna_found_initial = 0
gr-total-overflow = 0
grt_pass1_vias = 2709

[floorplan]
chipWidth_um = 134
fp_util = 0.311
rows = 47
core_sq_um = 16800
die_area_sq_um = 18000
ios = 27
chipHeight_um = 134

[outcome]
outcome = complete, no violations
-- through the flow --
| stage | hold slack [ps] | std cells | power (W) |
|---|---|---|---|
| 6_report | 754 | 513 | 0.00377 |
| 5_1_grt | 800 | 513 | 0.00388 |
| 4_1_cts | 762 | 513 | 0.00381 |
| 3_5_place_dp | 742 | 481 | 0.00200 |
| 3_3_place_gp | 732 | 481 | 0.00200 |
| 2_1_floorplan | 705 | 229 | 0.00191 |
-- layer usage --
metal,up-vias,GRT usage
li1,1083,-
met1,1240,0.189
met2,125,0.187
met3,13,0.0768
met4,0,0.0208
met5,-,0
-- power groups by stage --
stage                 Sequential, W  Combinational [W]  Clock, W
after CTS                   0.00180           0.000177   0.00183
final                       0.00180           0.000173   0.00181
after global routing        0.00180           0.000191   0.00189
-- sequential cells by signal, indices dropped and copies added (netlist names) --
name / flops
mem: 128
r_data: 8
-- critical path: stages --
cell and delay [ps]:
clkdlybuf4s50_1 520, or3b_2 500, nor2_1 630
-- kinds of logic after synthesis --
family / count (synthesis) / share of synthesized area
compound gates: 16 / 0.0230
buf+inv: 10 / 0.0165
mux: 32 / 0.148
simple gates: 35 / 0.0314
flops: 136 / 0.781
-- area by class of cell --
class	count	area share
Sequential cell	136	0.636
Multi-Input combinational cell	83	0.165
Clock buffer	17	0.0663
Timing Repair Buffer	42	0.0585
Tap cell	220	0.0429
Clock inverter	15	0.0314
-- cell usage in the layout (no fill, tap or decap), types with 4 or more instances in the layout --
cell             instances
edfxtp_1               136
nand2_1                  9
buf_4                   16
bufinv_16                4
mux4_2                  18
nor2_1                  13
clkdlybuf4s50_1         25
nor3_1                   4
clkbuf_16               17
mux4_1                  14
a22oi_1                 16
clkinv_4                 4
-- worst min path at each step --
stage,to,start,cells past startpoint,slack [ps]
4_1_cts,r_data[6],mem[14][6],3,760
6_report,r_data[6],mem[14][6],3,750
5_1_grt,r_data[4],mem[15][4],3,800
Power and IR drop assume default switching activity.

File: ./config.mk
export PLATFORM = sky130hd
export DESIGN_NAME = pwm
export DESIGN_NICKNAME = pwm
export VERILOG_FILES = /design/flow/design.v
export SDC_FILE = /design/flow/constraint.sdc
export NUM_CORES = 4
export LEC_CHECK = 1
export CORE_AREA = 10 10 88 88
export DIE_AREA = 0 0 98 98
File: ./constraint.sdc
current_design pwm

set clk_period 1.8
set clk_io_pct 0.2

create_clock -name clk0 -period $clk_period [get_ports {clk}]

set non_clock_inputs [all_inputs -no_clocks]
set_input_delay [expr $clk_period * $clk_io_pct] -clock clk0 $non_clock_inputs
set_output_delay [expr $clk_period * $clk_io_pct] -clock clk0 [all_outputs]
File: ./design.v
module pwm #(
    parameter WIDTH = 12
)(
    input clk,           
    input wstrb,         
    input sel,           
    input [31:0] wdata,  
    output [3:0] led     
);
    reg pwm_led = 1'b0;
    reg [WIDTH-1:0] pwm_count = 0;
    reg [WIDTH-1:0] count = 0;
    assign led[0] = pwm_led;
    always @(posedge clk) begin
        if(sel && wstrb) begin
            pwm_count <= wdata[WIDTH-1:0];
            count <= 0;
        end else begin
            count <= count + 1;
            if (count < pwm_count) begin
                pwm_led <= 1'b1;
            end else begin
                pwm_led <= 1'b0;
            end
        end   
    end
endmodule
File: ./run.sh
#!/bin/bash
# OpenROAD 26Q1-2900-gdf79404cd8, Yosys 0.63+post, stock flow scripts
make -C /OpenROAD-flow-scripts/flow DESIGN_CONFIG=/design/flow/config.mk WORK_HOME=/design/flow/orfs finish
==> flow_summary.toml <==
# implementation run metrics
[synthesis]
area_leaders = "edfxtp_1, dfxtp_1, ha_1"
netlist.area_leader.share_pct = 32.81
top_area_cell = "edfxtp_1"
yosys_area_mm2 = 0.001190
synth_cell_types = 27
syn-cell-area_mm2 = 0.001190
synth.avg_cell_area_um2 = 10.92
ys_cells = 109
ys_ff = 25
ys.warnings.count = 4
ys_seq_share_pct = 53.00
synth_cells = 109

[die]
ios = 39
fp.dieH_um = 98
fp.dieW_um = 98
die_area_mm2 = 0.009604
fp_util_pct = 20.10
num_rows = 28
core_area_mm2 = 0.005921

[placement]
dpl_cell_area_mm2 = 0.001435
io_buffers = 15
gp_congestion = 0.8076
hpwl_um = 1514

[clocking]
clockBufferDepth = 2
cts_buffers = 3
path_clk_slew_ps = 90
cts_root_buf = "clkbuf_8"
cts_hold_buf = 0
htree_levels = 1
cts_tree = "yes"
clock-sinks = 25
postCtsSetupRepairBufs = 0
clock_latency_ps = 260
cts_resized = 0

[global_route]
grt_max_degree = 19
grt_overflow = 0
grt_pass1_vias = 713
grt_pass1_wl_um = 3305
groute.usage.overall_pct = 4.097
antenna_found_initial = 0

[worst_setup_path]
critPathCaptureType = "flop"
crit_fanout = 7
worst_path_max_delay_cell = "dfxtp_1"
max_stage_delay_ps = 450
cp.required_ps = 1880
worstPathCellList = "ha_1, a211oi_1, o21ai_0, a2111oi_2"
crit_type = "flop to flop"
cp_data_arrival_time_ps = 1670
setup.worst_path.start_class = "flop"

[final_timing]
slew_violations = 0
grt_setup_unrepaired = "no"
finalClockPeriodUsage_pct = 88.42
finalCriticalPeriod_ps = 1592
fmax_ghz = 0.6283
skew_ps = 6.383
fin_setup_tns_ps = 0
hold_violations = 0
finalSetupViolations = 0

[run_status]
status = "finished, final reports clean"

[pwr]
peakVddDrop_v = 0.0006120
powerDensity_mw_per_mm2 = 806.2
cellLeakagePower_uw = 0.0005961

[job]
cap_violations = 0
tool_warnings = 45

[layout]
lay_top_count = "clkdlybuf4s50_1"
area_growth_pct = 24.50
final_cell_mix = "clkdlybuf4s50_1, inv_1, edfxtp_1, ha_1, dfxtp_1"
drive_gt1_share_pct = 7.874
fillCellCount = 637
final_area_mm2 = 0.001481

[hold_path]
min_path_type = "flop to flop"

[routing]
drt_iter0_markers = 42
drcViolationCount = 0
diodes = 0
ant_nets = 0
via_per_inst = 3.589
wl_per_cell_um = 9.460
dr.pass1.iters = 4
vias = 725
wl_um = 1911
worst max-delay path, delay by kind of cell, from the launching register on:
kind / cells / cell delay [ps]
AND-OR/OR-AND: 3 / 680
adder cells (fa/ha/maj): 1 / 280
flip-flops: 1 / 450
per-layer routing:
layer  up-vias  part of all wire, %  track usage, %  wire (um)
li1        405                    -               -          -
met1       302                   59           6.646       1122
met2        16                   36           5.228        694
met3         2                  3.9           1.351         75
met4         0                 0.99          0.3356         19
met5         -                    0               0          0
final timing paths:
kind	endpoint	slack [ps]	start	cells after the start
worst min-delay path	count[0]	470	count[0]	1
worst max-delay path	pwm_led	210	count[5]	4
worst max register to register	pwm_led	210	count[5]	4
worst min register to register	count[0]	470	count[0]	1
cell usage after synthesis (all sizes together):
cell type	number
a2111oi	1
a211oi	3
a21o	1
a21oi	3
and2	1
and3	1
and4	1
buf	4
clkbuf	1
conb	1
dfxtp	12
edfxtp	13
ha	12
inv	13
nand2	6
nand2b	1
nand3	2
nand4	4
nor2	11
nor2b	1
nor3	1
nor4	2
o21ai	4
or3	1
xnor2	4
xor2	5
power by group:
group,internal (uW),switching [uW]
Clock,154,171
Sequential,652,42.8
Combinational,95.7,78.6
area by class of cell:
class                           count  area (um^2)  area share [%]
Sequential cell                    25        630.6           42.57
Timing Repair Buffer               17        177.7           11.99
Inverter                           13        48.80           3.294
Tap cell                           75        93.84           6.334
Multi-Input combinational cell     68        484.2           32.69
Clock inverter                      1        5.005          0.3378
Clock buffer                        3        41.29           2.787
flip-flops by register name, summed over array words and instances (netlist names):
name and count:
pwm_led 1, count 12, pwm_count 12
metrics by stage:
stage / total power (uW) / utilization, % / instances / hold slack, ps / worst slack (ps)
2_1_floorplan: 816.5 / - / 111 / 435.4 / 359.8
3_3_place_gp: 883.1 / 24.24 / 198 / 452.4 / 238.5
3_5_place_dp: 884.9 / 24.24 / 198 / 456.8 / 231.8
4_1_cts: 1218 / 25.02 / 202 / 477.1 / 189.4
5_1_grt: 1283 / 25.02 / 202 / 509.2 / 13.99
6_report: 1194 / 25.02 / 202 / 469.1 / 208.4
cells by family after synthesis:
logic type	Yosys count	share of synthesized area, %
compound gates	12	6.729
fa+ha+maj	12	12.62
buf+inv	18	6.940
simple gates	32	13.78
other cells	1	0.3152
xor+xnor	9	6.624
flops	25	53.00
Power figures rest on the tool's default switching activity, not on a simulated workload.

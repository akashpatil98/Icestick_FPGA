<file path="flow/run.sh">
#!/bin/bash
# OpenROAD 26Q1-2900-gdf79404cd8, Yosys 0.63+post, stock flow scripts
make -C /OpenROAD-flow-scripts/flow DESIGN_CONFIG=/design/flow/config.mk WORK_HOME=/design/flow/orfs finish
</file>
<file path="flow/config.mk">
export PLATFORM = sky130hd
export DESIGN_NAME = top_design
export DESIGN_NICKNAME = top_design
export VERILOG_FILES = /design/flow/design.v
export SDC_FILE = /design/flow/constraint.sdc
export NUM_CORES = 4
export LEC_CHECK = 1
export CORE_UTILIZATION = 30
</file>
<file path="flow/constraint.sdc">
current_design top_design

set clk_period 6.7
set clk_io_pct 0.2

create_clock -name clk0 -period $clk_period [get_ports {clk}]

set non_clock_inputs [all_inputs -no_clocks]
set_input_delay [expr $clk_period * $clk_io_pct] -clock clk0 $non_clock_inputs
set_output_delay [expr $clk_period * $clk_io_pct] -clock clk0 [all_outputs]
</file>
<file path="flow/design.v">
module clock_divider #(
    parameter               COUNT_WIDTH = 24,
    parameter [COUNT_WIDTH:0] MAX_COUNT = 6000000 - 1
)(
    input   clk,
    input   rst,
    output reg out
);
    reg div_clk;
    reg [COUNT_WIDTH:0] count;
    always @(posedge clk or posedge rst) begin
        if (rst == 1'b1) begin
            count <= 0;
            out <= 0;
        end else if (count == MAX_COUNT) begin
            count <= 0;
            out <= ~out;
        end else begin
            count <= count + 1'b1;
        end
    end
endmodule
module top_design (
    input           clk,
    input           rst_btn,
    output  [1:0]   led  
);
    wire  rst;
    assign rst = ~rst_btn;
    clock_divider #(.COUNT_WIDTH(32), .MAX_COUNT(1500000 - 1)) div_1 (.clk(clk), .rst(rst), .out(led[0]));
    clock_divider div_2 (.clk(clk), .rst(rst), .out(led[1]));
endmodule
</file>
==> run notes <==
impl run done, here's what came out: critical path required time=5.36 ns, Fill cells=1017, Synth Area per Inst=9.87 sq um, Yosys Instances=309, global route overflow=0, DIE WIDTH=103 microns, chip area=10600 sq um, Cell Area, Synth=3050 sq um, result of the run=finished, final reports clean, final setup vio count=0, antenna-violating nets left=0, Post-Syn Instances=309, CP max FO=2, Worst EP arrival=1.15 ns, first-pass GRT wire length=10300 microns, synth-to-layout area growth=11.6%, flops out of synthesis=60, Seq/Total Area, Yosys=49.2%, H-tree levels=3, core region area=9820 sq um, post_cts resized=0, P_leak=1.46 nW, Max stage delay on crit path=0.46 ns, yosys stat area=3050 sq um, CP top delay family=buffers and inverters, clock sinks=60, setup slack at placement=4.56 ns, max-slew headroom at the worst pin=49.8%, CP Capture Type=output port, startpoint type of the worst setup path=flop, Placer Congestion=0.859, TritonCTS clock tree=done, hold buffer count at CTS=0, post-CTS setup buffers=0, Clk Latency, worst-skew pair=0.34 ns, Max Cap Viol=0, Max Clk Rate=401 MHz, PwrDens=200 nW/um^2, post-layout period usage of the worst path=37.2%, Final Max Tran Viols=0, PortBufs=3, vias per cell=5.10, vias in the first global route=2164, Routed WL=5850 microns, Setup TNS=0 ns, final std cells w/o fill=453, drt first pass iters=4, per-cell routed wire length=12.9 microns, row cnt=36, clock-pin slew on the worst setup and hold paths=0.07 ns, DR iter-0 viols=140, Top FF cell, synth=dfrtp_1, initial antenna violation count=0, worst hold path class=reg2reg, Tightest Pin Transition=0.754 ns, RSZ-0062 raised after global routing=false, final hold slack=0.460 ns, buffers and inverters on the worst path=1, Placed Instances=437, # IOs=4, largest net degree at the start of global routing=61, Unique masters post-synth=38, total track usage=12.5%, DR vias=2311, diode count=0, tool warning count=25, setup ws final=4.21 ns, layout cell share with drive strength beyond 1=8.44%, DP Wirelength=4000 microns, clk buf depth=2, Post-synth ARST share=100%, post-route minimum period=2.49 ns, Initial Util=31.1%, critical-path cell list=clkdlybuf4s50_1, Setup Skew=0.0111 ns, number of enable flip-flop cells=0, Syn. warnings=2, worst vdd ir=0.000116 V, clock root buffer master=clkbuf_8, die height=103 microns, Crit Path Category=reg2out, Num CTS Buffers=9, number of remaining DRC errors=0, Final Hold Violation Tally=0, Slowest-stage cell, CP=clkdlybuf4s50_1
## final cells by class
class	instances	area, sq um	share of cell area [%]
inverters	5	18.8	0.552
repair buffers	6	47.5	1.40
clock buffers	11	131	3.86
well taps	133	166	4.89
clock inverters	5	52.6	1.54
flip-flops and latches	60	1500	44.1
multi-input cells	233	1480	43.6
## cell families (layout without fill, tap and decap cells)
family | count (synthesis) | after routing | synth area share (%)
adders and majority gates | 2 | 2 | 0.821
xor gates and xnor gates | 41 | 41 | 11.8
muxes | 3 | 3 | 0.985
AOI/OAI and AO/OA | 25 | 25 | 4.80
buffers and inverters | 16 | 27 | 2.30
DFF | 60 | 60 | 49.2
and+or+nand+nor | 162 | 162 | 30.1
## cells in the mapped netlist, types with 4 or more instances
| master | instances | share of area (%) |
|---|---|---|
| xnor2_1 | 20 | 5.7 |
| nand3_1 | 22 | 3.6 |
| nand2_1 | 26 | 3.2 |
| inv_1 | 5 | 0.62 |
| dfrtp_1 | 60 | 49 |
| nor4b_1 | 4 | 1.1 |
| xor2_1 | 21 | 6.0 |
| nor3_1 | 14 | 2.3 |
| and3_1 | 10 | 2.1 |
| nor2_1 | 16 | 2.0 |
| or3_1 | 7 | 1.4 |
| nand4_1 | 22 | 4.5 |
| a21oi_1 | 8 | 1.3 |
| clkbuf_1 | 7 | 0.86 |
| nor4_1 | 18 | 3.7 |
| and4_1 | 6 | 1.7 |
| o21ai_0 | 8 | 1.3 |
## layout by cell type, fill, tap and decap left out, types with 3 or more instances in the layout
cell type,Yosys,routed
o21ai_0,8,8
a31oi_1,3,3
nand3_1,22,22
or2_2,3,3
inv_1,5,5
mux2i_1,3,3
a21oi_1,8,8
nand2_1,26,26
o211ai_1,3,3
and4_1,6,6
xor2_1,21,21
nor2_1,16,16
dfrtp_1,60,60
clkinv_2,0,3
nor4b_1,4,4
or3_1,7,7
buf_4,2,3
nor4_1,18,17
nor3_1,14,14
and3_1,10,10
nand4_1,22,22
clkbuf_8,0,9
xnor2_1,20,20
## sequential cells by signal (all words and copies together), names as in the netlist
register and flops:
div_2.count 25, div_1.out 1, div_2.out 1, div_1.count 33
## report_power, final
group          leakage [nW]  internal [mW]  total (mW)  switching, mW
combinational         0.547       0.000580     0.00735        0.00677
clock                0.0931          0.170       0.311          0.141
sequential            0.819          0.362       0.362              0
total                  1.46          0.533       0.680          0.148
## final timing paths
check	startpoint	endpoint	slack [ns]	cells after the start
worst max-delay path	div_2.out$_DFFE_PN0N_	led[1]	4.21	1
min in group asynchronous	rst_btn	div_2.count[5]$_DFF_PN0_	1.14	2
worst min register to register	div_1.out$_DFFE_PN0N_	div_1.out$_DFFE_PN0N_	0.46	1
max in group asynchronous	rst_btn	div_1.count[16]$_DFF_PN0_	5.05	2
worst max register to register	div_1.count[10]$_DFF_PN0_	div_1.out$_DFFE_PN0N_	4.61	4
worst min-delay path	div_1.out$_DFFE_PN0N_	div_1.out$_DFFE_PN0N_	0.46	1
## layer usage
layer | share of wire (%) | GRT usage, % | up-vias
met5 | 0 | 0 | -
met4 | 2.3 | 2.71 | 0
met3 | 5.1 | 3.45 | 12
met2 | 42 | 18.6 | 47
met1 | 50 | 18.8 | 1105
li1 | - | - | 1147
## stage by stage
step | utilization (%) | instance area, sq um | total power, mW
floorplan | - | 3050 | 0.369
global route | 34.6 | 3400 | 0.708
detailed placement | 32.8 | 3220 | 0.377
finish | 34.6 | 3400 | 0.680
CTS | 34.6 | 3400 | 0.690
global placement | 32.8 | 3220 | 0.377
Power and IR drop assume default switching activity.
